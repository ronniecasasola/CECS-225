### /design/flow/config.mk
export PLATFORM = sky130hd
export DESIGN_NAME = ALU
export DESIGN_NICKNAME = ALU
export VERILOG_FILES = /design/flow/design.v
export SDC_FILE = /design/flow/constraint.sdc
export NUM_CORES = 4
export LEC_CHECK = 1
export CORE_UTILIZATION = 30
### /design/flow/constraint.sdc
current_design ALU

set clk_period 13.4
set clk_io_pct 0.2

create_clock -name clk0 -period $clk_period

set non_clock_inputs [all_inputs -no_clocks]
set_input_delay [expr $clk_period * $clk_io_pct] -clock clk0 $non_clock_inputs
set_output_delay [expr $clk_period * $clk_io_pct] -clock clk0 [all_outputs]
### /design/flow/design.v
`timescale 1ns / 1ps
module FullAdder(FA_A, FA_B, Cin, FA_S, Cout);
input FA_A, FA_B, Cin;
output FA_S, Cout;
wire ha0_S, ha0_C, ha1_C;
HalfAdder ha0( .A( FA_A ),
					.B( FA_B ),
					.Cout(ha0_C ),
					.S( ha0_S )
					);
HalfAdder ha1( .A( Cin ),
					.B( ha0_5 ),
					.Cout(ha1_C ),
					.S( FA_S )
					);
assign Cout = ha0_C | ha1_C;
endmodule
`timescale 1ns / 1ps
module HalfAdder(A, B, Cout, S);
	input A, B;
	output Cout, S;
	assign Cout = A & B;  
	assign S = A ^ B;  
endmodule
`timescale 1ns / 1ps
module RCA8(A_8, B_8, Cin, Cout, S_8 );
    input [7:0] A_8;
	 input [7:0] B_8;
    input Cin;
    output Cout;
    output [7:0] S_8;
	 wire c0, c1, c2, c3, c4, c5, c6;
	 FullAdder fa0( .FA_A(   A_8[0]   ),
						 .FA_B(   B_8[0]   ),
						 .Cin(    Cin      ),
						 .FA_S(   S_8[0]   ),
						 .Cout(   c0       )
						 );
	 FullAdder fa1( .FA_A(   A_8[1]   ),
						 .FA_B(   B_8[1]   ),
						 .Cin(    c0       ),
						 .FA_S(   S_8[1]   ),
						 .Cout(   c1       )
						 );
	 FullAdder fa2( .FA_A(   A_8[2]   ),
						 .FA_B(   B_8[2]   ),
						 .Cin(    c1       ),
						 .FA_S(   S_8[2]   ),
						 .Cout(   c2       )
						 );
	 FullAdder fa3( .FA_A(   A_8[3]   ),
						 .FA_B(   B_8[3]   ),
						 .Cin(    c2       ),
						 .FA_S(   S_8[3]   ),
						 .Cout(   c3       )
						 );
	 FullAdder fa4( .FA_A(   A_8[4]   ),
						 .FA_B(   B_8[4]   ),
						 .Cin(    c3       ),
						 .FA_S(   S_8[4]   ),
						 .Cout(   c4       )
						 );
	 FullAdder fa5( .FA_A(   A_8[5]   ),
						 .FA_B(   B_8[5]   ),
						 .Cin(    c4       ),
						 .FA_S(   S_8[5]   ),
						 .Cout(   c5       )
						 );
	 FullAdder fa6( .FA_A(   A_8[6]   ),
						 .FA_B(   B_8[6]   ),
						 .Cin(    c5       ),
						 .FA_S(   S_8[6]   ),
						 .Cout(   c6       )
						 );
	 FullAdder fa7( .FA_A(   A_8[7]   ),
						 .FA_B(   B_8[7]   ),
						 .Cin(    c6       ),
						 .FA_S(   S_8[7]   ),
						 .Cout(   Cout     )
						 );
endmodule
`timescale 1ns / 1ps
module ALU(
    input [2:0] ALUControl,
    input [31:0] A,
    input [31:0] B,
    output [31:0] Result,
    output Zero_Flag
    );
wire [31:0]	ANDout, ORout, SUMout, DIFFout, LTout;
AND_32	_and(	.argA(	A	),
					.argB(	B	),
					.AandB(	ANDout	));
OR_32		_or(	.argA(	A	),
					.argB(	B	),
					.AorB(	ORout	));
Adder_32	_add(	.augend(	A		),
					.addend(	B		),
					.sum (	SUMout	));
Subtracter_32 _sub( .subtrahend(	A	),
						  .minuend(		B	),
						  .difference( DIFFout));
SetLessThan_32 _slt( .argA(	A	),
							.argB(	B	),
							.AltB(	LTout));
Mux8to1_32bit	_m81(	.Sel(		ALUControl	),
							.In0(		ANDout	),
							.In1(		ORout		),
							.In2(		SUMout	),
							.In3(		32'bX			),
							.In4(		32'bX			),
							.In5(		32'bX			),
							.In6(		DIFFout		),
							.In7(		LTout			),
							.Out(		Result		));
assign Zero_Flag	=	(	Result	)	?	1'b0	:	1'b1;
endmodule
`timescale 1ns / 1ps
module AND_32(
    input [31:0] argA,
    input [31:0] argB,
    output [31:0] AandB
    );
assign AandB = argA & argB;
endmodule
`timescale 1ns / 1ps
module Adder_32(
    input [31:0] augend,
    input [31:0] addend,
    output [31:0] sum
    );
wire Carry0_1, Carry1_2, Carry2_3;
RCA8 rca8_0(	.A_8(	augend[7:0]		),
					.B_8(	addend[7:0]		),
					.Cin(	1'b0				),
					.Cout(	Carry0_1		),
					.S_8(	sum[7:0]			)
					);
RCA8 rca8_1(	.A_8(	augend[15:8]		),
					.B_8(	addend[15:8]	),
					.Cin(		Carry0_1		),
					.Cout(  Carry1_2  	),
					.S_8(	sum[15:8]		)
					);
RCA8 rca8_2(	.A_8(	augend[23:16]		),
					.B_8(	addend[23:16]	),
					.Cin(		Carry1_2		),
					.Cout(  Carry2_3  	),
					.S_8(	sum[23:16]		)
					);
RCA8 rca8_3(	.A_8(	augend[31:24]	),
					.B_8(	addend[31:24]	),
					.Cin(	Carry2_3			),
					.Cout(	         	),
					.S_8(	sum[31:24]		)
					);					
endmodule
`timescale 1ns / 1ps
module Mux8to1_32bit(
    input [2:0] Sel,
    input [31:0] In0,
    input [31:0] In1,
    input [31:0] In2,
    input [31:0] In3,
    input [31:0] In4,
    input [31:0] In5,
    input [31:0] In6,
    input [31:0] In7,
    output reg [31:0] Out
    );
always@(*)
begin
	case(	Sel	)
	3'b000	:	Out	=	In0;
	3'b001	:	Out	=	In1;
	3'b010	:	Out	=	In2;
	3'b011	:	Out	=	In3;
	3'b100	:	Out	=	In4;
	3'b101	:	Out	=	In5;
	3'b110	:	Out	=	In6;
	3'b111	:	Out	=	In7;
	default	:	Out	=	32'bX;
	endcase
end
endmodule
`timescale 1ns / 1ps
module OR_32(
    input [31:0] argA,
    input [31:0] argB,
    output [31:0] AorB
    );
assign AorB = argA | argB;
endmodule
`timescale 1ns / 1ps
module SetLessThan_32(
    input [31:0] argA,
    input [31:0] argB,
    output [31:0] AltB
    );
assign AltB = (argA < argB) ? 32'b1 : 32'b0;
endmodule
`timescale 1ns / 1ps
module Subtracter_32(
    input [31:0] subtrahend,
    input [31:0] minuend,
    output [31:0] difference
    );
assign difference = subtrahend - minuend;
endmodule
### /design/flow/run.sh
#!/bin/bash
# OpenROAD 26Q1-2900-gdf79404cd8, Yosys 0.63+post, stock flow scripts
make -C /OpenROAD-flow-scripts/flow DESIGN_CONFIG=/design/flow/config.mk WORK_HOME=/design/flow/orfs finish
==> notes.md <==
Implementation results

The run finished with clean final reports. The synthesized netlist handed to floorplanning was reported with a cell count of roughly 500. Across every metal layer, demand over resource in global routing totals between 15 and 20%. The kind of capture point of the worst setup path is an output pin. The layout has 0 clock buffers. The clock power share is 0%. The synthesis report lists the most area-consuming cells as sky130_fd_sc_hd__ha_1 (35%), sky130_fd_sc_hd__inv_1 (10%), sky130_fd_sc_hd__xnor2_1 (6.1%).

The detail route stage leaves a number of antenna-violating nets equal to 0. Once layout is done, the placed cells without fillers occupy around 4600 µm². In this run the power spent charging and discharging nets is 0.0000884 W. Per the breakdown, switching nets consume a little over 50% of all power. The clock period minus final worst setup slack is between 10 and 15 ns. In this run the count of I/O pins placed on the die edge is 100. The via count of the first global-routing pass is between 3000 and 4000.

In the placement report, post-DP HPWL is listed as about 8600 µm. The largest total area in the synthesized netlist belongs to sky130_fd_sc_hd__ha_1. The first global-routing pass estimated approximately 16000 µm of wire.

The synthesis-to-finish area growth is 33.4%. The total cell area reported by yosys after synthesis is 3450 µm². Counting the warning lines in the Yosys log gives 34.

The peak clock frequency supported by timing is about 98 MHz. For this run, design rule violations remaining after detail routing come to 0. The leakage dissipation is 2.22 nW.

The required time at the worst endpoint is listed as between 10 and 15 ns. The post-detailed-route via-to-cell ratio is 5.10. The relative max-transition margin is 58.5%. The final route contains 3661 vias. The floorplan has 38 rows.

The power per cell area is 38.1 nW/µm². Gates resized during post-CTS repair numbered 0. Combinational cells account for 100.0% of the total power. The portion of the post-synthesis area used by sequential elements is 0%. After its last routability iteration, the placer logged a weighted congestion of just under 1. The number of setup buffers added after CTS is 0.

The worst setup path is launched from an input port. Across all stage logs, warnings added up to ~96. The highest ir drop seen on vdd is roughly 0.014 mV. Of the post-synthesis cell area, the dominant cell type holds a little over a third. For this run, the script counts the antenna cells in the layout as 0. The die is 109 µm tall.

The post-detailed-route wirelength per cell is 14.2 µm. Once layout is complete, the utilization of the core stands at between 40% and 50%. The classification of the worst-slack hold path is input port to output pin. The core utilization at floorplan is about 31%. In the hold report, the worst path ends at Result[3]. In the final layout, the share of cells above drive strength 1 is between 2 and 2.5%.

The critical path is of the input port to output pin type. The internal power contribution is 0.0000870 W. Per the layout report, the design carries around 1100 filler cells. Before antenna repair, the detailed router went through 5 iterations.

The number of pins with negative max-slew slack in the final report is 0. OpenROAD reports that the post-layout worst path occupies 76.3% of the period. The flip-flop and latch area is 0 µm². The layout sequential cell count is 0. The number of violations of the max-capacitance limit is 0. The post-cts hold-fix buffer tally is 0. The number of antenna violations at the first check in global routing is 0. The number of buffers added on ports is around 100. The arrival time at the worst endpoint is approximately 7.6 ns.

The multi-input logic area is 3040 µm². Of all nets on the critical path, the largest fanout is 3. The sequential cell fraction of total power is 0%. The launching instance or port of the critical path is A[0]. The synth_stat.txt file lists the number of cells as between 400 and 500. Per the detailed placement report, the placed cell area equals approximately 4600 µm².

The pin slew with the least headroom to its limit is around 0.62 ns. In this run the horizontal extent of the chip is roughly 110 µm. STA lists the startpoint of the worst hold path as B[3]. Setup repair after global routing left no endpoint under its margin. The average instance area after synthesis is approximately 7.1 µm². The largest net degree at the start of global routing is 18. The final-report hold violation count is 0. The worst hold path cell count is 5.

Setup violations remaining at the end of the flow were counted as 0. In this run the cell area of the synthesized design comes to roughly 3500 µm². The number of distinct library cells after synthesis is 60.

The first routing iteration left between 200 and 250 violations. The total negative slack is 0 ns. For this run the aggregate overflow at the end of global routing stands at 0.

The overall die area is around 12000 µm². The overall routed net length is 10200 µm. According to the floorplan report, the placeable core area is ~11000 µm².
## power by group through the flow
stage | registers, W | logic (W) | clock network (W)
final | 0 | 0.000175 | 0
after global routing | 0 | 0.000195 | 0
after CTS | 0 | 0.000175 | 0
## cell usage in the layout (no fill, tap or decap), types with 6 or more instances in the layout
cell,synthesis,final
sky130_fd_sc_hd__nand2_1,31,31
sky130_fd_sc_hd__o221ai_1,20,20
sky130_fd_sc_hd__nor3_1,6,6
sky130_fd_sc_hd__o31ai_1,10,10
sky130_fd_sc_hd__o21ai_0,14,14
sky130_fd_sc_hd__xnor2_1,24,24
sky130_fd_sc_hd__ha_1,96,96
sky130_fd_sc_hd__nor4_1,8,8
sky130_fd_sc_hd__inv_1,94,94
sky130_fd_sc_hd__clkdlybuf4s50_1,0,100
sky130_fd_sc_hd__a21oi_1,38,38
sky130_fd_sc_hd__a221oi_1,6,6
sky130_fd_sc_hd__nor2_1,33,33
## synthesized netlist by cell type (5+ instances only)
cell and number:
sky130_fd_sc_hd__ha_1 96, sky130_fd_sc_hd__nand4_1 5, sky130_fd_sc_hd__clkbuf_1 10, sky130_fd_sc_hd__nor2_1 33
sky130_fd_sc_hd__o21ai_0 14, sky130_fd_sc_hd__o221ai_1 20, sky130_fd_sc_hd__nand2_1 31, sky130_fd_sc_hd__a221oi_1 6
sky130_fd_sc_hd__inv_1 94, sky130_fd_sc_hd__nand3_1 5, sky130_fd_sc_hd__a21oi_1 38, sky130_fd_sc_hd__xnor2_1 24
sky130_fd_sc_hd__or4_1 5, sky130_fd_sc_hd__o21bai_1 5, sky130_fd_sc_hd__nor3_1 6, sky130_fd_sc_hd__o31ai_1 10
sky130_fd_sc_hd__a21o_1 5, sky130_fd_sc_hd__nand2b_1 5, sky130_fd_sc_hd__nor4_1 8
## metal layers
layer	wire length, µm	track usage (%)
met1	5110	25.1
met2	4370	27.8
met3	577	0.846
met4	109	1.14
met5	0	0
## critical path, cell delays in order
cell and delay (ns):
sky130_fd_sc_hd__clkdlybuf4s50_1 0.48, sky130_fd_sc_hd__inv_1 0.06, sky130_fd_sc_hd__ha_1 0.23, sky130_fd_sc_hd__fa_1 0.42, sky130_fd_sc_hd__o21ba_1 0.21, sky130_fd_sc_hd__nor4_1 0.38
sky130_fd_sc_hd__nor3_1 0.17, sky130_fd_sc_hd__xnor2_1 0.16, sky130_fd_sc_hd__o21a_1 0.19, sky130_fd_sc_hd__or4_1 0.53, sky130_fd_sc_hd__or4_1 0.43, sky130_fd_sc_hd__nor4_1 0.46
sky130_fd_sc_hd__nor4b_2 0.30, sky130_fd_sc_hd__nand3_1 0.12, sky130_fd_sc_hd__nor4b_2 0.23, sky130_fd_sc_hd__clkdlybuf4s50_1 0.49
## stage by stage
stage	setup slack [ns]	hold WS, ns	total power (W)	instances
after floorplan	4.95	5.56	0.000101	486
after global routing	2.77	6.62	0.000195	718
after CTS	3.11	6.58	0.000175	718
final	3.17	6.56	0.000175	718
after global placement	3.16	6.56	0.000173	718
after detailed placement	3.14	6.57	0.000174	718
## cell families (layout without fill, tap and decap cells)
| kind of cell | count (synthesis) | after routing | share of synthesized area (%) |
|---|---|---|---|
| buffers and inverters | 107 | 199 | 11.9 |
| adders and majority gates | 97 | 97 | 35.3 |
| AOI/OAI and AO/OA | 137 | 137 | 27.9 |
| and+or+nand+nor | 117 | 117 | 17.2 |
| xor gates and xnor gates | 27 | 27 | 7.39 |
| muxes | 1 | 1 | 0.290 |
## area by class of cell
class | instances | share of cell area [%]
inverter | 95 | 7.74
multi-input combinational | 379 | 66.1
tap | 140 | 3.80
timing repair buffer | 104 | 22.4
## how the worst max path moves through the flow
stage	to	slack, ns	depth (start not counted)
global route	Zero_Flag	2.77	16
finish	Zero_Flag	3.17	16
CTS	Zero_Flag	3.11	16
Power figures rest on the tool's default switching activity, not on a simulated workload.
