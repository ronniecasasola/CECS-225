File: ./design.v
`timescale 1ns / 1ps
module Mux_2to1_by32(In0, In1, Sel, Out
    );
	input [31:0]	In0, In1;
	input Sel;
	output reg [31:0] Out;
	always @(In0, In1, Sel)
	begin
		case(Sel)
			1'b0		:	Out	=	In0;
			1'b1		:	Out	= 	In1;
			default	:	Out	=	32'bX;
		endcase
	end
endmodule
File: ./run.sh
#!/bin/bash
# OpenROAD 26Q1-2900-gdf79404cd8, Yosys 0.63+post, stock flow scripts
make -C /OpenROAD-flow-scripts/flow DESIGN_CONFIG=/design/flow/config.mk WORK_HOME=/design/flow/orfs finish
File: ./config.mk
export PLATFORM = sky130hd
export DESIGN_NAME = Mux_2to1_by32
export DESIGN_NICKNAME = Mux_2to1_by32
export VERILOG_FILES = /design/flow/design.v
export SDC_FILE = /design/flow/constraint.sdc
export NUM_CORES = 4
export LEC_CHECK = 1
export CORE_AREA = 10 10 70 70
export DIE_AREA = 0 0 80 80
File: ./constraint.sdc
current_design Mux_2to1_by32

set clk_period 1.0
set clk_io_pct 0.2

create_clock -name clk0 -period $clk_period

set non_clock_inputs [all_inputs -no_clocks]
set_input_delay [expr $clk_period * $clk_io_pct] -clock clk0 $non_clock_inputs
set_output_delay [expr $clk_period * $clk_io_pct] -clock clk0 [all_outputs]
==> ci_impl_report.md <==
### Metrics collected by this job

| Metric | Value |
|---|---|
| N_diodes | `0` |
| Status | `finished, violations left` |
| CP top delay family | `buffers and inverters` |
| Post-synthesis sequential area ratio | `0` |
| VDD IR-drop max | `173 µV` |
| Vias | `approximately 730` |
| Critical Path, Cell by Cell | `buf_12 > buf_12 > buf_8 > mux2_4 > buf_6` |
| Number of buffers added on ports | `97` |
| Die area | `about 6400 µm²` |
| Worst min path class | `primary input to output pin` |
| Initial antenna violation count | `0` |
| Mapped Cells | `36` |
| Critical path class | `primary input to output pin` |
| Layout cells sized above 1 | `0.562` |
| Max-Cap Viols | `0` |
| Site Rows | `21` |
| Final WL | `between 2000 and 3000 µm` |
| Pre-Place Util | `0.159` |
| Total Power | `approximately 0.00066 W` |
| WL per Instance | `14.8 µm` |
| DRT antenna net count | `0` |
| Final tally of max-slew violations | `0` |
| Fillers | `~330` |
| Unique cell types | `4` |
| Final period util | `1.18` |
| Flop count | `0` |
| Yosys Instances | `36` |
| # hold bufs at CTS | `0` |
| Setup TNS Final | `-5.03 ns` |
| Vias in the first global route | `about 800` |
| Grt total ovfl | `0` |
| Crit path launch type | `primary input` |
| I/O pin count | `roughly 97` |
| Setup violators final | `32` |
| Global-route wire length before repair | `4150 µm` |
| Gr usage total | `0.0787` |
| Worst slew pin tran | `0.0611 ns` |
| Largest net degree at the start of global routing | `8` |
| Pre-antenna DRT Iters | `2` |
| Pleak | `just under 1 nW` |
| Number of clock buffers in the layout | `0` |
| Area Growth Syn to Fin | `212%` |
| Cell repeated most along the worst path | `buf_12` |
| Core Region | `3420 µm²` |
| Die Ht | `approximately 80 µm` |
| Detailed Route Iter0 Violations | `4` |
| Nature of the critical path endpoint | `output pin` |
| CP Max Fanout | `7` |
| CP max-delay cell | `mux2_4` |
| RD Place Congestion | `~0.76` |
| WP buf/inv | `4` |
| Critical path arrival | `around 0.98 ns` |
| Final hold viol count | `0` |
| Pwr dens | `~390 nW/µm²` |
| Warnings, synthesis | `1` |
| Slew headroom | `0.959` |
| DRC | `0` |
| Post-Syn Area | `544 µm²` |
| Post-synth area from yosys stat | `between 500 and 600 µm²` |
| Vias per cell | `about 3.8` |
| RSZ-0062 raised after global routing | `true` |
| Post-DP HPWL | `2400 µm` |
| Tmin final | `between 1 and 1.5 ns` |
| Register area | `0 µm²` |
| Final worst slack | `-0.175 ns` |
| OpenROAD warnings | `34` |
| Average size of a mapped cell | `between 15 and 20 µm²` |
| Violated checks | `setup timing` |
| CP required | `0.80 ns` |
| Fmax | `roughly 0.85 GHz` |
| Worst path max stage delay | `approximately 0.3 ns` |
| DIE WIDTH | `around 80 µm` |
-- layout by cell type, fill, tap and decap left out --
master           count
buf_12               3
buf_16               1
buf_2               12
buf_4                2
buf_6               29
buf_8                3
clkdlybuf4s50_1     10
dlygate4sd2_1       40
dlymetal6s2s_1      14
mux2_4              32
-- metrics by stage --
step / hold WS (ns) / util / std cells / setup slack, ns / cell area (µm²)
3_3_place_gp: 1.33 / 0.450 / 177 / -0.492 / 1540
3_5_place_dp: 1.33 / 0.450 / 177 / -0.497 / 1540
4_1_cts: 0.800 / 0.470 / 192 / -0.178 / 1610
6_report: 0.694 / 0.497 / 192 / -0.175 / 1700
2_1_floorplan: 0.498 / - / 36 / 0.0669 / 544
5_1_grt: 0.714 / 0.497 / 192 / -0.194 / 1700
-- cells in the mapped netlist --
library cell  instances  area share
buf_6                 1       0.021
buf_12                3        0.11
mux2_2                2       0.041
mux2_4               30        0.83
-- final timing paths --
kind,start,end,slack (ns),cells past startpoint
setup / recovery,Sel,Out[31],-0.18,5
hold / removal,In0[24],Out[24],0.69,3
-- area by class of cell --
class,instances,area (µm²),share of cell area
tap,46,57.6,0.0339
timing repair buffer,114,1160,0.683
multi-input combinational,32,480,0.283
-- tightest hold or removal path, stage by stage --
cell and delay (ns):
dlymetal6s2s_1 0.08, mux2_4 0.13, buf_2 0.08
-- cell families (layout without fill, tap and decap cells) --
logic type	after synthesis	after routing	synth area share
multiplexers	32	32	0.869
buffers and inverters	4	114	0.131
-- report_power, final --
part / leakage [nW] / internal (W) / switching [W]
Clock: 0 / 0 / 0
Sequential: 0 / 0 / 0
Combinational: 0.990 / 0.000519 / 0.000141
-- per-layer routing --
metal / vias up / wire length (µm) / global-route usage
met5: - / 0 / 0
met4: 0 / 0 / 0
li1: 362 / - / -
met3: 0 / 313 / 0.0307
met2: 51 / 1390 / 0.143
met1: 317 / 1140 / 0.0897
-- repair_timing --
item,4_1_cts,5_1_grt
setup buffers,14,0
endpoints found under the setup margin,32,32
endpoints found under the hold margin,0,0
resized,170,23
gates cloned,1,0
No activity file was given, so power comes from the tool's default toggle rates.
