### flow/design.v
`timescale 1ns / 1ps
module regfile(
    input clk,				 
    input we3,				 
    input [4:0] ra1,		 
    input [4:0] ra2,		 
    input [4:0] wa3,		 
    input [31:0] wd3,
    output [31:0] rd1,
    output [31:0] rd2
    );
reg [31:0] rf[31:0];
always @(negedge clk)
	if (we3) rf[wa3] <= wd3;
	assign rd1=(ra1 != 0) ? rf[ra1] : 0;
	assign rd2=(ra2 != 0) ? rf[ra2] : 0;
endmodule
### flow/run.sh
#!/bin/bash
# OpenROAD 26Q1-2900-gdf79404cd8, Yosys 0.63+post, stock flow scripts
make -C /OpenROAD-flow-scripts/flow DESIGN_CONFIG=/design/flow/config.mk WORK_HOME=/design/flow/orfs finish
### flow/config.mk
export PLATFORM = sky130hd
export DESIGN_NAME = regfile
export DESIGN_NICKNAME = regfile
export VERILOG_FILES = /design/flow/design.v
export SDC_FILE = /design/flow/constraint.sdc
export NUM_CORES = 4
export LEC_CHECK = 1
export CORE_UTILIZATION = 30
### flow/constraint.sdc
current_design regfile

set clk_period 8.8
set clk_io_pct 0.2

create_clock -name clk0 -period $clk_period [get_ports {clk}]

set non_clock_inputs [all_inputs -no_clocks]
set_input_delay [expr $clk_period * $clk_io_pct] -clock clk0 $non_clock_inputs
set_output_delay [expr $clk_period * $clk_io_pct] -clock clk0 [all_outputs]
==> commit_impl_results.txt <==
Refresh implementation metrics

- Outcome: finished, violations left
- Violations in the final reports: negative setup slack
- The buffer_ports step reported a buffer count of 112.
- Number of placed instances, taps included: 4427
* Root buffer selected by CTS: sky130_fd_sc_hd__clkbuf_16
- Main area contributors: sky130_fd_sc_hd__edfxtp_1 65%, sky130_fd_sc_hd__mux4_2 22%, sky130_fd_sc_hd__mux2i_1 3.4%
- Critical Path AT: 7.05 ns
- Post-synth tally of flip-flops with integrated enable: 1024
- The leakage component of the power was reported as 23.1 nW.
- Among all stages on the critical path, the maximum delay recorded is 0.43 ns.
- Share of final-layout standard cells stronger than drive strength 1: 29.0%
- The cell that appears most often on the critical path is sky130_fd_sc_hd__buf_4.
* Count of final hold-check violations: 0
- Per the synth log, the flip-flop and latch total comes to 1024.
* Number of filler instances in the final layout: 13.6k
- The netlist uses 40 different library cells.
- All stages included, the depth of the critical timing path comes to 7.
* Switching Share: 28.3%
- Of the total power, registers draw 42.9%.
* Chip Area, Yosys: 0.0471 sq mm
- The post-CTS hold buffer count recorded in the log is 0.
- Internal power: 9.19 mW
* Chip height: 398 um
- The most common logic cells in the final layout are 1057 x sky130_fd_sc_hd__inv_1, 1024 x sky130_fd_sc_hd__edfxtp_1, 465 x sky130_fd_sc_hd__mux4_2, 157 x sky130_fd_sc_hd__mux2i_1, 131 x sky130_fd_sc_hd__buf_4.
* Post-synthesis instance total: 2291
- Dividing the detail-routed via count by the number of cells gives 5.28.
- TritonCTS built the clock tree.
* DRC violations left: 0
- The signal on the critical path passes through buf_4 > mux4_2 > a22o_1 > a2111oi_4 > buf_4 > nor3_4 > buf_2.
- Total count of max-transition violations in the final report: 0
- Vias after detailed routing: 29.9k
* Max FFs per register: 1024
- Dividing the detail-routed wire length by the instance count gives 27.4 um.
- The register with the most flip-flops in the final layout is rf.
* Top-Level Pins: 113
* Tot GR Track Use: 21.1%
* GPL Wtd Cong: 0.855
- OpenROAD warning count: 1029
- Pwr Density: 212 mW/mm^2
* Worst supply voltage drop on vdd: 0.000190 V
- Number of cells on the worst hold path: 5
* H-tree levels: 3
- Worst hold path type: in2out
* Count of nets left with antenna violations after detail routing: 0
- Max Cap Viol: 0
* Via count of the first global-routing pass: 35.8k
- Layout Cells excl Fill: 5660
- For the worst setup path, the data required time is 7.04 ns.
- The number of antenna violations at the first check in global routing came to 7.
- No sink is reached through more buffers than the 3 on the longest clock path.
- Maximum number of pins on one net before global-route repair: 83
* Number of buffers created by CTS: 108
- The average instance in the mapped netlist occupies 20.6 sq um.
* Sum of negative setup slack: -0.00976 ns
- The first detailed-routing pass took 16 iterations.
- Cell area after layout: 0.0606 sq mm
- The critical path in this run is classified as reg2out.
- Pin slew with the least headroom to its limit: 1.25 ns
- Final setup violating endpoints: 1
* Violation count after the first detailed-route iteration: 1535
* Wire length of the first global-routing pass: 222000 um
* Max transition margin: 16.8%
* Kind of end point of the critical path: output port
- After synthesis, the largest area contributor takes up 65.3% of total cell area.
- Combinational Area: 0.0170 sq mm
- The report shows a maximum critical-path fanout of 2.
- Part of the Yosys area used for sequential elements: 65.3%
* Combined area of all synthesized cells: 0.0471 sq mm
* Number of standard cells reported by yosys: 2291
* CP Buf/Inv Count: 3
* Area after DPL: 0.0517 sq mm
- sky130_fd_sc_hd__edfxtp_1 takes more of the synthesized area than any other cell.
* Sink Count: 1024
- The region available for standard cell placement spans 0.156 sq mm.
- Async set or reset register ratio after synthesis: 0%
- Seq. cell area: 0.0307 sq mm
- Summed over all nets, the switching power comes to 3.63 mW.
* Fraction of power consumed by the clock network: 48.8%
- Biggest registers after layout: rf (1024)
- In this run the horizontal extent of the chip is 398 um.
- Clock-pin slew was measured on the worst setup and hold paths at 0.04 ns.
- Total die size: 0.159 sq mm
- Cell family with most CP delay: AND-OR/OR-AND gates
- Critical-path cell with the highest stage delay: sky130_fd_sc_hd__mux4_2
- Combinational power share: 8.3%
* RSZ-0062 raised after global routing: true
- The most used flip-flop cell after synthesis is sky130_fd_sc_hd__edfxtp_1.
* Count of standard-cell rows: 145
- DP HPWL: 88700 um
- Between the synthesized netlist and the finished layout, the area growth was recorded as 28.7%.
- After global routing the overflow that remains totals 0.
- Detailed Route WL: 155000 um
- Final setup margin: -0.00976 ns
* Count of warnings emitted by yosys: 1
* Nature of the critical path startpoint: flip-flop
* Leading cell type in the layout, fill and taps excluded: sky130_fd_sc_hd__inv_1
* Initial standard-cell utilization of the core: 30.2%
logic make-up after synthesis:
| family | share of synthesized area [%] |
|---|---|
| flops | 65.3 |
| mux | 26.4 |
| compound gates | 4.36 |
| buf+inv | 2.26 |
| simple gates | 1.63 |
per-layer routing:
| layer | vias up | track usage, % | routed length, um |
|---|---|---|---|
| met1 | 14376 | 18.4 | 44300 |
| met3 | 348 | 21.1 | 30800 |
| li1 | 12613 | - | - |
| met5 | - | 2.78 | 474 |
| met4 | 23 | 9.69 | 5810 |
| met2 | 2513 | 30.5 | 73600 |
worst min-delay path: cells and delay by family:
| family | cells | cell delay [ns] |
|---|---|---|
| simple gates | 3 | 0.50 |
| buf+inv | 2 | 0.42 |
stage by stage:
stage	setup WS [ns]	hold slack, ns	power [mW]	utilization [%]
final	-0.00976	4.47	12.8	38.8
after detailed placement	-0.00229	4.65	7.22	33.2
after global placement	-0.00421	4.68	7.20	33.2
after CTS	-0.167	4.52	13.0	38.6
after global routing	-0.110	4.51	13.6	38.8
after floorplan	0.206	3.72	6.77	-
cell usage after synthesis (7+ instances only):
cell / n
sky130_fd_sc_hd__a2111oi_2: 8
sky130_fd_sc_hd__a2111oi_0: 49
sky130_fd_sc_hd__a22o_1: 53
sky130_fd_sc_hd__o22ai_1: 105
sky130_fd_sc_hd__nor2b_1: 13
sky130_fd_sc_hd__a21oi_1: 8
sky130_fd_sc_hd__buf_1: 18
sky130_fd_sc_hd__nor3_1: 55
sky130_fd_sc_hd__nor2_1: 39
sky130_fd_sc_hd__a22oi_1: 16
sky130_fd_sc_hd__mux4_2: 465
sky130_fd_sc_hd__buf_4: 28
sky130_fd_sc_hd__mux2i_1: 160
sky130_fd_sc_hd__buf_6: 12
sky130_fd_sc_hd__clkbuf_1: 69
sky130_fd_sc_hd__nand2_1: 7
sky130_fd_sc_hd__edfxtp_1: 1024
sky130_fd_sc_hd__nand3b_1: 7
sky130_fd_sc_hd__buf_2: 60
sky130_fd_sc_hd__mux2_2: 33
worst paths after layout:
path                  slack [ns]       from      end
worst max-delay path       -0.01  rf[27][0]   rd2[0]
worst min-delay path        4.47     ra2[2]  rd2[21]
what timing repair did:
item | CTS | global route
setup buffers | 11 | 14
resized | 282 | 91
pin swaps | 72 | 42
setup endpoints to repair | 64 | 45
final cells by class:
type | count | share of cell area, %
clock inverter | 1109 | 7.65
inverter | 3 | 0.0186
clock buffer | 108 | 4.46
tap | 2058 | 4.25
sequential | 1024 | 50.7
multi-input combinational | 1071 | 28.1
antenna | 2 | 0.00826
timing repair buffer | 285 | 4.74
power groups by stage:
stage	clock [mW]	combinational [mW]	sequential [mW]
CTS	6.43	1.05	5.50
global route	6.98	1.13	5.49
finish	6.26	1.06	5.50
Power is estimated from default activity; no workload was simulated.
